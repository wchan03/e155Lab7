==> flow/design.v <==
module aes( 
           input  logic sck, 
           input  logic sdi,
           output logic sdo,
           input  logic load,
           output logic done);
    logic [127:0] key, plaintext, cyphertext;
	logic int_osc, clk;  
	logic [19:0] counter;
	HSOSC #(.CLKHF_DIV(2'b01)) 
		hf_osc (.CLKHFPU(1'b1), .CLKHFEN(1'b1), .CLKHF(int_osc));
	always_ff @(posedge int_osc) begin  
		counter <= counter + 19'd2;  
	end 
	assign clk = counter[19];
    aes_spi spi(sck, sdi, sdo, done, key, plaintext, cyphertext);   
    aes_core core(int_osc, load, key, plaintext, done, cyphertext);
endmodule
module aes_spi(input  logic sck, 
               input  logic sdi,
               output logic sdo,
               input  logic done,
               output logic [127:0] key, plaintext,
               input  logic [127:0] cyphertext);
    logic         sdodelayed, wasdone;
    logic [127:0] cyphertextcaptured;
    always_ff @(posedge sck)
        if (!wasdone)  {cyphertextcaptured, plaintext, key} = {cyphertext, plaintext[126:0], key, sdi};
        else           {cyphertextcaptured, plaintext, key} = {cyphertextcaptured[126:0], plaintext, key, sdi}; 
    always_ff @(negedge sck) begin
        wasdone = done;
        sdodelayed = cyphertextcaptured[126];
    end
    assign sdo = (done & !wasdone) ? cyphertext[127] : sdodelayed;
endmodule
module aes_core(input  logic         clk, 
                input  logic         load,
                input  logic [127:0] key, 
                input  logic [127:0] plaintext, 
                output logic         done, 
                output logic [127:0] cyphertext);
    logic [127:0] rk_in, rk_out, roundKey;
	logic [7:0] rcon;  
    logic [127:0] temptext, y0, y1, y2, y3, a0, a1, a2, a3;
    int counter;
    typedef enum logic [7:0] {idle, ARK0, ARK0Delay, SB1, SB1Delay, SR1, SR1Delay, MC1, MC1Delay, ARK1, ARK1Delay, ARK1Delay2, SB2, SB2Delay, SR2, SR2Delay, ARK2, ARK2Delay, ARK2Delay2, finished}
    statetype;
      statetype state, nextstate; 
    always_ff @(posedge clk) begin
      if (load)  state <= idle;
      else        state <= nextstate;
	end
    always_comb begin
      case(state)
        idle: begin 
			  nextstate = ARK0;
        end
        ARK0: nextstate = ARK0Delay;
        ARK0Delay: begin
          nextstate = SB1;
        end
        SB1: nextstate = SB1Delay;
        SB1Delay: begin
          nextstate = SR1;
        end
        SR1: nextstate = SR1Delay;
        SR1Delay: begin
          nextstate = MC1;
        end
        MC1: nextstate = MC1Delay;
        MC1Delay: begin
          nextstate = ARK1;
        end
        ARK1: nextstate = ARK1Delay;
        ARK1Delay: nextstate = ARK1Delay2;  
        ARK1Delay2: begin 
          if(counter < 10) nextstate = SB1;  
          else nextstate = SB2;  
        end
        SB2: begin
          nextstate = SB2Delay;
        end
        SB2Delay: begin
          nextstate = SR2;
        end
        SR2: nextstate = SR2Delay;
        SR2Delay: begin
          nextstate = ARK2;
        end
        ARK2: nextstate = ARK2Delay;
        ARK2Delay: nextstate = ARK2Delay2;
        ARK2Delay2: begin
          nextstate = finished;
        end
        finished: begin
			    nextstate = finished;
		    end
        default: nextstate = idle;
      endcase
	 end
    always_ff@(posedge clk) begin
      case(state)
        idle: begin 
			    counter <= 0;
          roundKey <= key;  
          a3 <= plaintext;
        end
        ARK0: begin
          counter <= counter + 1;
        end
        ARK0Delay: begin
        end
        SB1: begin
          a0 <= y3;  
        end
        SB1Delay: begin
        end
        SR1: begin
          a1 <= y0;  
        end
        MC1: begin
          a2 <= y1;  
        end
        ARK1: begin 
          counter <= counter + 1; 
          if(counter == 9) rcon <= 8'h1b;
          else if(counter == 1) rcon <= 8'h01;
          else rcon <= rcon * 8'h2;
          rk_in <= roundKey;  
        end
        ARK1Delay: begin
        end
        ARK1Delay2: begin
          a3 <= y2;  
          roundKey <= rk_out;
        end
        SB2: begin
          a0 <= y3;  
        end
        SB2Delay: begin
        end
        SR2: begin
          a1 <= y0;
        end
        ARK2: begin
          counter <= counter + 1;
          rcon <= 7'h36;
          rk_in <= roundKey;  
        end
        ARK2Delay2: begin
          roundKey <= rk_out;
	        a3 <= y1;  
        end
        finished: begin
        end
      endcase
	 end
    RoundKey rk(.inputKey(rk_in), .rcon(rcon), .clk(clk), .nextKey(rk_out));  
    SubBytes sb(.a(a0), .clk(clk), .y(y0));
    ShiftRows sr(.a(a1), .clk(clk), .y(y1));
    mixcolumns mc(.a(a2), .y(y2));
	  AddRoundKey ark(.key(a3), .roundKey(roundKey), .clk(clk), .y(y3));
    assign done = (state == finished);
    assign cyphertext = y3; 
endmodule
module sbox(input  logic [7:0] a,
            output logic [7:0] y);
  logic [7:0] sbox[0:255];
  initial   $readmemh("sbox.txt", sbox);
  assign y = sbox[a];
endmodule
module sbox_sync(
	input		logic [7:0] a,
	input	 	logic 			clk,
	output 	logic [7:0] y);
  logic [7:0] sbox [0:255];
  initial   $readmemh("sbox.txt", sbox);
	always_ff @(posedge clk) begin
		y <= sbox[a];
	end
endmodule
module mixcolumns(input  logic [127:0] a,
                  output logic [127:0] y);
  mixcolumn mc0(a[127:96], y[127:96]);
  mixcolumn mc1(a[95:64],  y[95:64]);
  mixcolumn mc2(a[63:32],  y[63:32]);
  mixcolumn mc3(a[31:0],   y[31:0]);
endmodule
module mixcolumn(input  logic [31:0] a,
                 output logic [31:0] y);
        logic [7:0] a0, a1, a2, a3, y0, y1, y2, y3, t0, t1, t2, t3, tmp;
        assign {a0, a1, a2, a3} = a;
        assign tmp = a0 ^ a1 ^ a2 ^ a3;
        galoismult gm0(a0^a1, t0);
        galoismult gm1(a1^a2, t1);
        galoismult gm2(a2^a3, t2);
        galoismult gm3(a3^a0, t3);
        assign y0 = a0 ^ tmp ^ t0;
        assign y1 = a1 ^ tmp ^ t1;
        assign y2 = a2 ^ tmp ^ t2;
        assign y3 = a3 ^ tmp ^ t3;
        assign y = {y0, y1, y2, y3};    
endmodule
module galoismult(input  logic [7:0] a,
                  output logic [7:0] y);
    logic [7:0] ashift;
    assign ashift = {a[6:0], 1'b0};
    assign y = a[7] ? (ashift ^ 8'b00011011) : ashift;
endmodule
module SubBytes(input logic [127:0] a,
                input logic clk,
                output logic [127:0] y);
  sbox_sync b0(a[7:0], clk, y[7:0]);
  sbox_sync b1(a[15:8], clk, y[15:8]);
  sbox_sync b2(a[23:16], clk, y[23:16]);
  sbox_sync b3(a[31:24], clk, y[31:24]);
  sbox_sync b4(a[39:32], clk, y[39:32]);
  sbox_sync b5(a[47:40], clk, y[47:40]);
  sbox_sync b6(a[55:48], clk, y[55:48]);
  sbox_sync b7(a[63:56], clk, y[63:56]);
  sbox_sync b8(a[71:64], clk, y[71:64]);
  sbox_sync b9(a[79:72], clk, y[79:72]);
  sbox_sync b10(a[87:80], clk, y[87:80]);
  sbox_sync b11(a[95:88], clk, y[95:88]);
  sbox_sync b12(a[103:96], clk, y[103:96]);
  sbox_sync b13(a[111:104], clk, y[111:104]);
  sbox_sync b14(a[119:112], clk, y[119:112]);
  sbox_sync b15(a[127:120], clk, y[127:120]);
endmodule
module ShiftRows(input logic [127:0] a,
                input logic clk,
                output logic [127:0] y);
  logic [7:0] b0, b1, b2, b3, b4, b5, b6, b7, b8;
  logic [7:0] b9, b10, b11, b12, b13, b14, b15;
  assign y[127:120] = a[127:120];
  assign y[95:88] = a[95:88];
  assign y[63:56] = a[63:56];
  assign y[31:24] = a[31:24]; 
  assign y[119:112] = a[87:80];
  assign y[87:80] = a[55:48];
  assign y[55:48] = a[23:16];
  assign y[23:16] = a[119:112];
  assign y[111:104] = a[47:40];
  assign y[79:72] = a[15:8];
  assign y[47:40] = a[111:104];
  assign y[15:8] = a[79:72];
  assign y[103:96] = a[7:0];
  assign y[71:64] = a[103:96];
  assign y[39:32] = a[71:64];
  assign y[7:0] = a[39:32];
endmodule
module AddRoundKey(input logic [127:0] key, roundKey,
                   input logic clk,
                   output logic [127:0] y);
  assign y = key ^ roundKey; 
endmodule
module RoundKey(input logic [127:0] inputKey,
		            input logic [7:0] rcon, 
                input logic clk,
                output logic [127:0] nextKey);
  logic [31:0] col0, col1, col2, col3;
  assign col3 = inputKey[31:0];
  assign col2 = inputKey[63:32];
  assign col1 = inputKey[95:64];
  assign col0 = inputKey[127:96];
  logic [31:0] outCol0, outCol1, outCol2, outCol3;
  logic [31:0] rotCol;  
  logic [31:0] sbrc;  
  RotWord oc0(col3, clk, rotCol);  
  subBytesColumn sbc(rotCol, clk, sbrc);  
  assign outCol0[31:24] = sbrc[31:24] ^ rcon ^ col0[31:24];
  assign outCol0[23:0] = sbrc[23:0] ^ col0[23:0];
  assign outCol1 = outCol0 ^ col1;
  assign outCol2 = outCol1 ^ col2;
  assign outCol3 = outCol2 ^ col3;
  assign nextKey = {outCol0, outCol1, outCol2, outCol3};
endmodule
module RotWord(input logic [31:0] a,
              input logic clk,
              output logic [31:0] y);
  assign y[7:0] = a[31:24];
  assign y[15:8] = a[7:0];
  assign y[23:16] = a[15:8];
  assign y[31:24] = a[23:16];
endmodule
module subBytesColumn(input logic [31:0] a,
                      input logic clk,
                      output logic [31:0] y);
  sbox_sync b0(a[7:0], clk, y[7:0]);
  sbox_sync b1(a[15:8], clk, y[15:8]);
  sbox_sync b2(a[23:16], clk, y[23:16]);
  sbox_sync b3(a[31:24], clk, y[31:24]);
endmodule
==> flow/sbox.txt <==
63
7c
77
7b
f2
6b
6f
c5
30
01
67
2b
fe
d7
ab
76
ca
82
c9
7d
fa
59
47
f0
ad
d4
a2
af
9c
a4
72
c0
b7
fd
93
26
36
3f
f7
cc
34
a5
e5
f1
71
d8
31
15
04
c7
23
c3
18
96
05
9a
07
12
80
e2
eb
27
b2
75
09
83
2c
1a
1b
6e
5a
a0
52
3b
d6
b3
29
e3
2f
84
53
d1
00
ed
20
fc
b1
5b
6a
cb
be
39
4a
4c
58
cf
d0
ef
aa
fb
43
4d
33
85
45
f9
02
7f
50
3c
9f
a8
51
a3
40
8f
92
9d
38
f5
bc
b6
da
21
10
ff
f3
d2
cd
0c
13
ec
5f
97
44
17
c4
a7
7e
3d
64
5d
19
73
60
81
4f
dc
22
2a
90
88
46
ee
b8
14
de
5e
0b
db
e0
32
3a
0a
49
06
24
5c
c2
d3
ac
62
91
95
e4
79
e7
c8
37
6d
8d
d5
4e
a9
6c
56
f4
ea
65
7a
ae
08
ba
78
25
2e
1c
a6
b4
c6
e8
dd
74
1f
4b
bd
8b
8a
70
3e
b5
66
48
03
f6
0e
61
35
57
b9
86
c1
1d
9e
e1
f8
98
11
69
d9
8e
94
9b
1e
87
e9
ce
55
28
df
8c
a1
89
0d
bf
e6
42
68
41
99
2d
0f
b0
54
bb
16
==> flow/run.sh <==
#!/bin/bash
# OpenROAD 26Q1-2900-gdf79404cd8, Yosys 0.63+post, stock flow scripts
make -C /OpenROAD-flow-scripts/flow DESIGN_CONFIG=/design/flow/config.mk WORK_HOME=/design/flow/orfs finish
==> flow/config.mk <==
export PLATFORM = sky130hd
export DESIGN_NAME = aes_spi
export DESIGN_NICKNAME = aes_spi
export VERILOG_FILES = /design/flow/design.v
export SDC_FILE = /design/flow/constraint.sdc
export NUM_CORES = 4
export LEC_CHECK = 1
export CORE_AREA = 10 10 245 245
export DIE_AREA = 0 0 255 255
==> flow/constraint.sdc <==
current_design aes_spi

set clk_period 5.7
set clk_io_pct 0.2

create_clock -name clk0 -period $clk_period [get_ports {sck}]

set non_clock_inputs [all_inputs -no_clocks]
set_input_delay [expr $clk_period * $clk_io_pct] -clock clk0 $non_clock_inputs
set_output_delay [expr $clk_period * $clk_io_pct] -clock clk0 [all_outputs]
==> results.json <==
{
  "antenna_found_initial": 10,
  "synth-edff-count": 0,
  "grt_max_degree": 128,
  "rr_worst_depth": 2,
  "ys_seq_share_pct": 82.5,
  "clk_latency_ns": 0.60,
  "arrival_ns": 4.48,
  "io_pins": 388,
  "globalplace.congestion": 0.825,
  "slew_violations": 0,
  "die_w_um": 255,
  "drc": 0,
  "core_area_sq_mm": 0.0549,
  "track_usage_pct": 8.80,
  "place_area_sq_mm": 0.0139,
  "wl_per_cell_um": 17.3,
  "port-buffer-count": 387,
  "grt_pass1_wl_um": 41500,
  "tightest_slew_ns": 0.695,
  "fin_util_pct": 27.8,
  "slowest_stage": "dfxtp_4",
  "critPathCaptureType": "output port",
  "path_depth": 3,
  "design_area_sq_mm": 0.0152,
  "synth_top_cell_by_area": "dfxtp_1",
  "initial_core_util_pct": 17.0,
  "crit_path_cell_trace": "nand2b_4, mux2_2, dlygate4sd2_1",
  "finalPower_mw": 5.62,
  "path_class": "reg2out",
  "routed_wl_um": 29100,
  "async_flop_share_pct": 0,
  "yosysWarnings": 1,
  "setup_tns_ns": 0,
  "num_rows": 86,
  "hold_violations": 0,
  "p_leak_nw": 5.74,
  "rsz0062_at_grt": "false",
  "post_cts_buffers": 0,
  "hpwl_um": 21100,
  "cts_htree_levels": 2,
  "cp_max_fo": 2,
  "synth_flop_count": 385,
  "holdPathStages": 0,
  "clock_path_buffers": 3,
  "via_count": 5528,
  "syn_to_final_growth_pct": 63.2,
  "yosys-stat-area_sq_mm": 0.00934,
  "root_buffer": "clkbuf_16",
  "finalSetupViolCount": 0,
  "ant_nets": 0,
  "cts_resized": 2,
  "slew_headroom_pct": 53.7,
  "ir_drop_mv": 0.249,
  "numClockSinks": 385,
  "drive_above_1_share_pct": 19.9,
  "drv_cap": 0,
  "top_cells_by_count": "385 x dfxtp_1, 128 x mux2_2, 9 x clkbuf_8",
  "grt_overflow": 0,
  "power_density_mw_per_mm2": 369,
  "hold_class": "reg2reg",
  "chipArea_sq_mm": 0.0650,
  "topCellsByArea": "dfxtp_1 83%, mux2_2 15%, clkbuf_8 1.3%",
  "die-height_um": 255,
  "grt_pass1_vias": 6157,
  "start_kind": "flop",
  "path_delay_family": "flip-flops",
  "syn-cell-area_sq_mm": 0.00934,
  "warning_count": 30,
  "synth.distinct_cells": 6,
  "stdcell_count": 1681,
  "routed_via_density": 3.29,
  "syn_inst": 529,
  "yosys_most_used_dff": "dfxtp_1",
  "cpPeakStageDelay_ns": 0.34,
  "required_ns": 4.56,
  "hold_buffers": 0,
  "status": "finished, final reports clean",
  "synth_top_cell_by_count": "dfxtp_1",
  "clk_pin_slew_worst_paths_ns": 0.06,
  "dr.pass1.iters": 4,
  "drt_iter0_drc": 88,
  "clock_skew_ns": 0.0454,
  "cts_tree": "done",
  "dp_cells": 1607,
  "syn_avg_cell_area_sq_um": 17.7,
  "synthDominantCellAreaShare_pct": 82.5,
  "ys_cells": 529,
  "numCtsBuffers": 41,
  "cp_num_buf_inv": 1
}
[routing by layer]
metal | track usage [%] | up-vias | part of all wire, %
met2 | 11.8 | 358 | 38
li1 | - | 2595 | -
met5 | 0 | - | 0.37
met1 | 10.6 | 2501 | 39
met4 | 2.07 | 16 | 2.6
met3 | 7.36 | 58 | 20
[registers in the layout (all words and copies together), names as in the netlist]
signal / count
plaintext: 128
wasdone: 1
key: 128
cyphertextcaptured: 127
sdodelayed: 1
[path summary, 6_finish.rpt]
path,start,to,slack (ns)
worst max-delay path,wasdone,sdo,0.08
worst min-delay path,key[59],key[60],0.35
worst max register to register,wasdone,cyphertextcaptured[57],1.34
worst min register to register,key[59],key[60],0.35
[layout by cell type, fill, tap and decap left out]
master,instances
buf_12,1
bufinv_16,1
clkbuf_1,7
clkbuf_16,41
clkbuf_8,3
clkdlybuf4s50_1,386
clkinv_16,1
clkinv_2,7
clkinv_4,3
clkinv_8,1
clkinvlp_4,2
dfxtp_1,384
dfxtp_4,1
diode_2,3
dlygate4sd2_1,1
inv_1,2
inv_16,1
inv_2,1
inv_6,2
mux2_2,128
nand2b_4,1
[cell type report]
| cell class | count | area (sq um) |
|---|---|---|
| antenna | 3 | 7.51 |
| clock buffer | 51 | 1090 |
| clock inverter | 21 | 201 |
| fill | 5532 | 39600 |
| multi-input combinational | 129 | 1460 |
| sequential | 385 | 7710 |
| tap | 704 | 881 |
| timing repair buffer | 388 | 3890 |
[report_power, final]
group	leakage (nW)	total, mW	internal (mW)	switching (mW)
sequential	3.17	2.84	2.80	0.0332
combinational	1.93	0.246	0.187	0.0589
clock	0.641	2.53	1.43	1.10
[metrics by stage]
step	worst slack [ns]	hold slack [ns]
floorplan	0.818	0.310
global placement	0.470	0.335
detailed placement	0.506	0.334
CTS	0.0376	0.341
global route	0.0308	0.343
finish	0.0842	0.346
[kinds of logic (layout without fill, tap and decap cells)]
| group | count (synthesis) | in the layout | synth area share [%] |
|---|---|---|---|
| buf+inv | 15 | 460 | 1.97 |
| simple gates | 1 | 1 | 0.0670 |
| mux | 128 | 128 | 15.4 |
| other cells | 0 | 3 | 0 |
| flops | 385 | 385 | 82.5 |
Power figures rest on the tool's default switching activity, not on a simulated workload.
